## run.sh

```bash
#!/bin/bash
# OpenROAD 26Q1-2900-gdf79404cd8, Yosys 0.63+post, stock flow scripts
make -C /OpenROAD-flow-scripts/flow DESIGN_CONFIG=/design/flow/config.mk WORK_HOME=/design/flow/orfs finish
```

## config.mk

```make
export PLATFORM = sky130hd
export DESIGN_NAME = comparator_32bit
export DESIGN_NICKNAME = comparator_32bit
export VERILOG_FILES = /design/flow/design.v
export SDC_FILE = /design/flow/constraint.sdc
export NUM_CORES = 4
export LEC_CHECK = 1
export CORE_AREA = 10 10 70 70
export DIE_AREA = 0 0 80 80
```

## constraint.sdc

```tcl
current_design comparator_32bit

set clk_period 7.1
set clk_io_pct 0.2

create_clock -name clk0 -period $clk_period

set non_clock_inputs [all_inputs -no_clocks]
set_input_delay [expr $clk_period * $clk_io_pct] -clock clk0 $non_clock_inputs
set_output_delay [expr $clk_period * $clk_io_pct] -clock clk0 [all_outputs]
```

## design.v

```verilog
module comparator_32bit (
    input logic [31:0] a,
    input logic [31:0] b,
    output logic A_lt_B   
);
    logic [31:0] sub_result;
    logic cout;
    logic a_sign, b_sign;
    assign a_sign = a[31];
    assign b_sign = b[31];
    sub_32 sub (
        .a(a),
        .b(b),
        .s(sub_result),
        .cout(cout)
    );
    assign A_lt_B = (a_sign & ~b_sign) |   
                    (~(a_sign ^ b_sign) & ~cout);   
endmodule
module full_adder (
	input logic a,
	input logic b,
	input logic cin,
	output logic sum,
	output logic cout
	);
	assign sum = a^b^cin;
	assign cout = (a&b) | cin&(a^b); 
endmodule
module sub_32 (
	input logic [31:0] a,
	input logic [31:0] b,
	output logic [31:0] s,
	output logic cout
	);
	logic [31:0] b_inv;
	logic [32:0] carry;
    assign b_inv = ~b;   
    assign carry[0] = 1;  
	genvar i;
    generate
        for (i = 0; i < 32; i = i + 1) begin: adder_loop
            full_adder fa (
                .a(a[i]),
                .b(b_inv[i]),
                .cin(carry[i]),
                .sum(s[i]),
                .cout(carry[i+1])
            );
        end
    endgenerate
    assign cout = carry[32];
endmodule
```

==> results_slide.txt <==
Key Metrics from the Run

Outcome
  – Run status: finished, final reports clean

Drt
  – Routed wire length: 2590 um
  – Number of vias per cell: 4.33
  – Remaining antenna violation count after routing: 0
  – Via Count: 904
  – Uppermost routed layer: met3
  – DRC viols: 0
  – Met2 wire length: 1080 um
  – Final routed wire length divided by cell count: 12.4 um
  – Iteration tally of the first detailed-router pass: 3
  – Total antenna diodes in the routed design: 0
  – Routed wire length on met3: 274 um
  – Post-Route M1 WL: 1230 um
  – Count of routing violations after the opening detailed-route iteration: 8

Global routing
  – Vias in the first global route: 972
  – Total Routing Usage GR: 7.69%
  – Maximum number of pins on one net before global-route repair: 3
  – Global route total overflow: 0
  – Antenna violations before repair: 0
  – Wire length of the first global-routing pass: 4280 um

Worst hold path
  – Hold Startpoint: b[16]
  – Hold Path Depth: 8
  – Hold/Removal Path Class: in -> out
  – Min-Delay Endpoint: A_lt_B

Flow run
  – Max cap viols: 0
  – Warning total across the stage logs: 32

Floorplanning
  – Die height: 80 um
  – FP Core Util: 23.1%
  – Area of the core region: 0.00342 mm^2
  – Horizontal die size: 80 um
  – Row Count: 21
  – Chip area: 0.00640 mm^2
  – Top-Level Pins: 65

CTS
  – Post-cts hold buffer count: 0
  – Post-cts gate resize count: 0
  – Setup Fix Bufs, Post-CTS: 0

Cells and area
  – FF+latch count: 0
  – Comb. cell area: 666 um^2
  – Area of all placed cells without fillers: 0.00150 mm^2
  – Number of clock buffer instances in the layout: 0
  – Sequential cell area: 0 um^2
  – Layout overhead on the synthesized area: 89.7%
  – Layout cells sized above 1: 1.23%
  – Total of fill cells in the finished design: 352

Timing
  – Total negative slack for setup checks: 0 ps
  – Tightest slew margin relative to the limit: 72.6%
  – Fin crit period: 5230 ps
  – Final tally of max-slew violations: 0
  – Highest clock frequency the design can meet: 191 MHz
  – Worst-margin pin slew: 401 ps
  – Number of failing setup endpoints in the final timing report: 0
  – RSZ-0062 raised after global routing: false
  – Post-route fraction of the period consumed by the critical path: 73.7%
  – Final-report hold violation count: 0

Pwr
  – Leakage Power: 0.000755 uW
  – Maximum ir drop on the vdd rail: 0.0159 mV
  – Power density of the placed cells: 51.0 mW/mm^2
  – Comb power frac: 100.0%
  – Sw Share: 32.4%
  – Switching power total: 24.8 uW
  – Relative contribution of the clock network to total power: 0%
  – Seq pwr share: 0%
  – Cell-internal power: 51.6 uW

Logic synthesis
  – Total cells reported by yosys after synthesis: 98
  – Share of the yosys chip area belonging to registers: 0%
  – Mean post-synth cell area: 8.06 um^2
  – Synthesized instance count: 98
  – Chip area in the Yosys report: 790 um^2
  – Yosys warnings: 0
  – Distinct cell type count after synthesis: 17
  – Cell Area, Synth: 790 um^2

Setup path
  – Endpoint type of the worst setup path: output port
  – Worst path arrival time: 3810 ps
  – CP Launch Type: input port
  – Critical path class: in -> out
  – Data required, critical path: 5680 ps
  – Worst Path Max Fanout: 2

Place
  – Last weighted congestion value of the routability-driven placer: 0.790
  – # port buffers: 65
  – Dpl hpwl: 2430 um
  – Post-Place Cell Area: 0.00150 mm^2
==> placed cells by master, fill, tap and decap left out, drive strengths merged <==
cell type,count
clkdlybuf4s50,65
nand2,2
a21oi,2
or2,1
nand2b,1
ha,31
o211ai,1
a2111oi,6
nor2,1
o22ai,1
o2111ai,6
o21a,6
inv,33
a21o,5
a211oi,2
==> critical path, stage by stage <==
cell and delay (ps):
sky130_fd_sc_hd__clkdlybuf4s50_1 450, sky130_fd_sc_hd__inv_1 40, sky130_fd_sc_hd__ha_1 280, sky130_fd_sc_hd__a21o_1 190, sky130_fd_sc_hd__a2111oi_1 430, sky130_fd_sc_hd__o22ai_1 210
sky130_fd_sc_hd__a211oi_1 200, sky130_fd_sc_hd__or2_1 130, sky130_fd_sc_hd__clkdlybuf4s50_1 460
==> cells by family (layout without fill, tap and decap cells) <==
kind of cell | after synthesis | after routing | share of synthesized area (%)
AND/OR/NAND/NOR | 5 | 5 | 3.01
adder cells (fa/ha/maj) | 31 | 31 | 49.1
buffers and inverters | 33 | 98 | 15.7
AND-OR/OR-AND | 29 | 29 | 32.2
==> Yosys cell counts <==
cell type | count | share of area [%]
sky130_fd_sc_hd__nor2_1 | 1 | 0.47
sky130_fd_sc_hd__a2111oi_1 | 2 | 2.5
sky130_fd_sc_hd__a2111oi_0 | 2 | 2.2
sky130_fd_sc_hd__a2111oi_4 | 1 | 3.5
sky130_fd_sc_hd__a21o_1 | 5 | 4.8
sky130_fd_sc_hd__a2111oi_2 | 1 | 1.9
sky130_fd_sc_hd__o21a_1 | 6 | 5.7
sky130_fd_sc_hd__nand2b_1 | 1 | 0.79
sky130_fd_sc_hd__inv_1 | 33 | 16
sky130_fd_sc_hd__o2111ai_1 | 6 | 6.7
sky130_fd_sc_hd__nand2_1 | 2 | 0.95
sky130_fd_sc_hd__a21oi_1 | 2 | 1.3
sky130_fd_sc_hd__a211oi_1 | 2 | 1.9
sky130_fd_sc_hd__or2_1 | 1 | 0.79
sky130_fd_sc_hd__o211ai_1 | 1 | 0.95
sky130_fd_sc_hd__o22ai_1 | 1 | 0.79
sky130_fd_sc_hd__ha_1 | 31 | 49
==> area by class of cell <==
| type | instances | share of cell area (%) |
|---|---|---|
| Multi-Input combinational cell | 65 | 44.4 |
| Timing Repair Buffer | 65 | 43.4 |
| Inverter | 33 | 8.27 |
| Tap cell | 46 | 3.84 |
==> routing by layer <==
| layer | vias up | GRT usage (%) |
|---|---|---|
| li1 | 482 | - |
| met1 | 381 | 10.7 |
| met2 | 41 | 12.1 |
| met3 | 0 | 2.27 |
| met4 | 0 | 0 |
| met5 | - | 0 |
==> worst max-delay path by stage <==
stage / slack (ps) / endpoint / startpoint / cells past startpoint
4_1_cts: 1850 / A_lt_B / b[25] / 9
5_1_grt: 1770 / A_lt_B / b[25] / 9
6_report: 1870 / A_lt_B / b[25] / 9
==> power groups by stage <==
stage                 combinational [uW]  clock [uW]  sequential, uW
after global routing                85.8           0               0
after CTS                           78.3           0               0
final                               76.4           0               0
==> through the flow <==
step                      util [%]  power (uW)  worst slack, ps  hold slack (ps)  instances
after global routing          43.8        85.8             1770             4260        209
after floorplan                  -        32.6             3040             3240         98
after detailed placement      43.8        77.3             1870             4210        209
after CTS                     43.8        78.3             1850             4210        209
final                         43.8        76.4             1870             4190        209
after global placement        43.8        76.6             1910             4190        209
Power and IR drop assume default switching activity.
