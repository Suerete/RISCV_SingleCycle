`/design/flow/run.sh`:
```
#!/bin/bash
# OpenROAD 26Q1-2900-gdf79404cd8, Yosys 0.63+post, stock flow scripts
make -C /OpenROAD-flow-scripts/flow DESIGN_CONFIG=/design/flow/config.mk WORK_HOME=/design/flow/orfs finish
```
`/design/flow/config.mk`:
```
export PLATFORM = sky130hd
export DESIGN_NAME = brc
export DESIGN_NICKNAME = brc
export VERILOG_FILES = /design/flow/design.v
export SDC_FILE = /design/flow/constraint.sdc
export NUM_CORES = 4
export LEC_CHECK = 1
export CORE_AREA = 10 10 99 99
export DIE_AREA = 0 0 109 109
```
`/design/flow/constraint.sdc`:
```
current_design brc

set clk_period 36.7
set clk_io_pct 0.2

create_clock -name clk0 -period $clk_period

set non_clock_inputs [all_inputs -no_clocks]
set_input_delay [expr $clk_period * $clk_io_pct] -clock clk0 $non_clock_inputs
set_output_delay [expr $clk_period * $clk_io_pct] -clock clk0 [all_outputs]
```
`/design/flow/design.v`:
```
module brc (
	input logic [31:0] i_rs1_data,  
	input logic [31:0] i_rs2_data,  
	input logic i_br_un,           
	output logic o_br_less,        
	output logic o_br_equal        
);
	logic signed_eq, signed_lt;
	logic unsigned_eq, unsigned_lt;
	brc_comparator_signed comp_signed (
		.a(i_rs1_data),
		.b(i_rs2_data),
		.A_eq_B(signed_eq),
		.A_lt_B(signed_lt)
	);
	brc_comparator_unsigned comp_unsigned (
		.a(i_rs1_data),
		.b(i_rs2_data),
		.A_eq_B(unsigned_eq),
		.A_lt_B(unsigned_lt)
	);
	mux2_1 mux_eq (
		.a(unsigned_eq),
		.b(signed_eq),
		.s(i_br_un),
		.y(o_br_equal)
	);
	mux2_1 mux_lt (
		.a(unsigned_lt),
		.b(signed_lt),
		.s(i_br_un),
		.y(o_br_less)
	);
endmodule
module brc_comparator_signed(
	input logic [31:0] a,
	input logic [31:0] b,
	output logic A_eq_B,
	output logic A_lt_B 
);
	logic [31:0] sub_result;
	logic cout;
	logic a_sign, b_sign;
	assign a_sign = a[31];
	assign b_sign = b[31];
	sub_32 sub (
		.a(a),
		.b(b),
		.s(sub_result),
		.cout(cout)
	);
	assign A_eq_B = (sub_result == 0);
	assign A_lt_B = (a_sign & ~b_sign) |   
                    (~(a_sign ^ b_sign) & ~cout);   
endmodule
module brc_comparator_unsigned(
    input logic [31:0] a, b,     
    output logic A_eq_B,         
    output logic A_lt_B        
);
    logic [31:0] sub_result;
    logic borrow;
    sub_32 subtractor (
        .a(a),
        .b(b),
        .s(sub_result),
        .cout(borrow)  
    );
    assign A_eq_B = (sub_result == 32'b0);  
    assign A_lt_B = ~borrow;                
endmodule
module full_adder (
	input logic a,
	input logic b,
	input logic cin,
	output logic sum,
	output logic cout
	);
	assign sum = a^b^cin;
	assign cout = (a&b) | cin&(a^b); 
endmodule
module mux2_1 (
	input logic a,
	input logic b,
	input logic s,
	output logic y
	);
	assign y = s ? b : a;
endmodule
module sub_32 (
	input logic [31:0] a,
	input logic [31:0] b,
	output logic [31:0] s,
	output logic cout
	);
	logic [31:0] b_inv;
	logic [32:0] carry;
    assign b_inv = ~b;   
    assign carry[0] = 1;  
	genvar i;
    generate
        for (i = 0; i < 32; i = i + 1) begin: adder_loop
            full_adder fa (
                .a(a[i]),
                .b(b_inv[i]),
                .cin(carry[i]),
                .sum(s[i]),
                .cout(carry[i+1])
            );
        end
    endgenerate
    assign cout = carry[32];
endmodule
```
==> reports/results.tsv <==
stage	metric	value	unit
worst_hold_path	hold_depth	3	
pwr	power.internal	11.49	uW
route	top_routing_layer_in_use	met3	
finish	filler_cell_count	829	
place	place.detailed.hpwl	3072	um
sta	final.min_clock_period	28.71	ns
route	detailroute.wirelength.met3	383	um
sta	finalMaxSlewViolations	0	
place	dp_cells	249	
sta	layout_setup_ws	7.993	ns
route	post_drt_via_cell_ratio	2.964	
floorplan	fp.dieW	109	um
sta	timing.final.hold_violations	0	
sta	worst-slew-pin-transition	0.1671	ns
pwr	share_clk_of_total_power	0	
setup_path	critPathRequiredTime	29.36	ns
floorplan	placement_rows	32	
route	final_antenna_net_count	0	
floorplan	fp-utilization	0.1111	
clock_network	cts_post_setup_buffers_inserted	0	
sta	grt_setup_unrepaired	false	
route	route.layer.met1.wl	1208	um
finish	regArea	0	um2
setup_path	timing.critical_path.arrival	21.37	ns
pwr	total_leakage_power	0.6928	nW
place	dpl_ws	7.779	ns
place	weighted_congestion_reported_at_the_end_of_routability_driven_placement	0.7947	
sta	fmaxAchievable	0.03484	GHz
pwr	pwr-share-comb	1.000	
pwr	power.share.sequential	0	
global_route	grt_antenna_before_repair	0	
sta	tns	0	ns
route	route.detailed.wl_per_inst	12.31	um
worst_hold_path	worstHoldPathType	input pin to output pin	
pwr	netSwitchingPower	7.287	uW
finish	finalNonFillerCells	249	
run	max_cap_viol_count	0	
sta	finalSetupViolCount	0	
synth	syn-cell-area	858.3	um2
floorplan	die_ar	11880	um2
pwr	power_switching_share	0.3880	
setup_path	worstPathMaxFanout	2	
synth	synth_area_per_cell	10.73	um2
finish	final_layout_size_suffix_gt1_frac	0.006803	
route	antenna_cells_inserted	0	
floorplan	pin_count	67	
route	drc	0	
global_route	globalRouteOverflowTotal	0	
synth	yosys_warnings	0	
synth	synth_stat.cells	80	
synth	ys_seq_frac	0	
finish	layout.area.comb	730.7	um2
global_route	groute.usage.overall	0.05309	
global_route	via_count_of_the_first_global_routing_pass	926	
run	openroad.warnings	33	
place	port_buffers	67	
finish	total_number_of_sequential_cells	0	
route	met2WireLength	1474	um
global_route	grt_max_degree	3	
setup_path	timing.critical_path.to_type	output pin	
pwr	post-layout-total-power	18.78	uW
setup_path	timing.setup.critical_path_class	input pin to output pin	
route	via_count	738	
floorplan	overall_die_height	109	um
floorplan	core_area	7727	um2
sta	maxSlewHeadroom	0.8886	
finish	areaGrowthSynthToFinish	93.00	%
setup_path	critPathMostFrequentCell	fa_1	
setup_path	cpPeakStageDelay	0.52	ns
clock_network	postCtsResizedCells	0	
setup_path	crit_path_top_delay_cell	or4_1	
pwr	ir_worst_vdd	4.906	uV
pwr	power-per-cell-area	11.34	nW/um2
setup_path	cp-start-kind	input pin	
finish	clock_buffers	0	
global_route	global_route_wire_length_before_repair	4671	um
route	drt_wl_total	3065	um
clock_network	hold_buffers	0	
synth	synth.yosys.chip_area	858.3	um2
route	dr.first_iter.drc_count	5	
synth	yosys.cell_types.count	8	
route	initial_drt_pass_iterations	3	
sta	final.period_utilization	0.7822	
status	outcome	complete, no violations	
synth	synthesis.instances	80	
==> metrics by stage <==
stage / hold slack (ns) / cell area, um2 / util
after floorplan: 14.79 / 858.3 / -
after global placement: 15.75 / 1657 / 0.2144
after detailed placement: 15.75 / 1657 / 0.2144
after CTS: 15.75 / 1657 / 0.2144
after global routing: 15.79 / 1657 / 0.2144
final: 15.74 / 1657 / 0.2144
==> placed cells by master (no fill, tap or decap), drive strengths merged <==
master / count
a21oi: 1
nand4: 8
mux2: 1
fa: 31
or4: 2
ha: 2
inv: 34
clkdlybuf4s50: 67
nor2: 1
==> area by class of cell <==
class	count	share of cell area
well taps	102	0.07704
repair buffers	67	0.4048
multi-input cells	46	0.4411
inverters	34	0.07704
==> power groups by stage <==
stage | clock network, mW | logic [mW] | registers (mW)
finish | 0 | 0.0188 | 0
global route | 0 | 0.0220 | 0
CTS | 0 | 0.0197 | 0
==> logic make-up after synthesis <==
group / after synthesis / synth area share
AND/OR/NAND/NOR: 11 / 0.08017
buffers and inverters: 34 / 0.1487
multiplexers: 1 / 0.01312
adder cells (fa/ha/maj): 33 / 0.7522
AND-OR/OR-AND: 1 / 0.005825
==> path summary, 6_finish.rpt <==
kind                      start          to  slack, ns
hold / removal          i_br_un   o_br_less      15.74
setup / recovery  i_rs2_data[1]  o_br_equal       7.99
==> cell usage after synthesis (all sizes together) <==
cell | instances | share of area
a21oi | 1 | 0.0058
fa | 31 | 0.72
ha | 2 | 0.029
inv | 34 | 0.15
mux2 | 1 | 0.013
nand4 | 8 | 0.058
nor2 | 1 | 0.0044
or4 | 2 | 0.017
==> layer usage <==
layer,global-route usage,vias to the layer above
met4,0,0
li1,-,363
met1,0.06241,334
met5,0,-
met3,0.02987,0
met2,0.08869,41
==> critical path, delay by kind of cell <==
family	cells	cell delay [ns]
compound gates	1	0.08
fa+ha+maj	31	12.24
buf+inv	3	0.98
simple gates	3	0.73
Power is estimated from default activity; no workload was simulated.
